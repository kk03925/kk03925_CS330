<file path="run.sh">
#!/bin/bash
# OpenROAD 26Q1-2900-gdf79404cd8, Yosys 0.63+post, stock flow scripts
make -C /OpenROAD-flow-scripts/flow DESIGN_CONFIG=/design/flow/config.mk WORK_HOME=/design/flow/orfs finish
</file>
<file path="config.mk">
export PLATFORM = sky130hd
export DESIGN_NAME = Mux
export DESIGN_NICKNAME = Mux
export VERILOG_FILES = /design/flow/design.v
export SDC_FILE = /design/flow/constraint.sdc
export NUM_CORES = 4
export LEC_CHECK = 1
export CORE_AREA = 10 10 83 83
export DIE_AREA = 0 0 93 93
</file>
<file path="constraint.sdc">
current_design Mux

set clk_period 1.0
set clk_io_pct 0.2

create_clock -name clk0 -period $clk_period

set non_clock_inputs [all_inputs -no_clocks]
set_input_delay [expr $clk_period * $clk_io_pct] -clock clk0 $non_clock_inputs
set_output_delay [expr $clk_period * $clk_io_pct] -clock clk0 [all_outputs]
</file>
<file path="design.v">
module Mux
(
	input [63:0] a, b,
	input sel,
	output reg [63:0] data_out
);
always @(a or b or sel)	
case (sel)
	0: data_out=a;
	1: data_out=b;
endcase
endmodule
</file>
==> metrics.cfg <==
[routing]
routed_wl_mm = 6.75
num_vias = 1346
antenna_left = 0
dr.pass1.iters = 2
route.detailed.drc = 0
avgRoutedWirePerCell_um = 19.6
via_per_inst = 3.91
drtIter0Drc = 16

[run]
drv_cap = 0
log.warning_count = 35

[finish]
seq_cells = 0
areaGrowthSynthToFinish_pct = 183
combGateArea_sq_um = 957
final_area_sq_mm = 0.00305
final_layout_size_suffix_gt1_frac = 0.531
register_area_sq_um = 0
final_cells = 344
final_core_util = 0.593
fill_cells = 506
clock_buffers = 0

[placed_design]
pre_cts_slack_ps = -547
place.gp.congestion = 0.789
dp_cells = 334
placed_area_sq_mm = 0.00307
place.detailed.hpwl_mm = 6.16
io_buffer_count = 193

[worst_setup_path]
worstSetupStartpointType = primary input
worstSetupPathType = primary input to output pin
cp-end-kind = output pin
crit_arrival_ps = 990
cp_max_fo = 7
cp.required_ps = 800

[pwr]
p_total_mw = 1.22
ir_drop_v = 0.000215
power_per_cell_area_mw_per_mm2 = 400
power_leakage_nw = 1.70

[timing]
hold_viol = 0
fin_tns_setup_ps = -6060
setup_viol = 64
drv_slew = 0
fin_crit_ps = 1190
slew_headroom = 0.920
rsz0062_at_grt = yes
whs_ps = 691
setup_slack_ps = -185
fmax_mhz = 844
tightest_slew_ps = 121
period_used_share = 1.19

[worst_hold_path]
hold_depth = 3
hold_class = primary input to output pin
holdPathEnd = data_out[18]
hold_start = b[18]

[logic_synthesis]
ys_seq_share = 0
postSynthAreaPerCell_sq_um = 15.2
top_cell_area_share = 0.836
yosys-stat-cells = 71
synth_area_sq_mm = 0.00108
yosysWarnings = 1
synthMostInstantiatedCell = mux2_4
top_area_cell = mux2_4
synthCells = 71
yosysUniqueCellTypes = 4
top_cells_by_area = mux2_4 84%, buf_12 11%, mux2_2 4.2%
common_cells = 60 x mux2_4, 6 x buf_12, 4 x mux2_2, 1 x buf_6
yosys_area_sq_mm = 0.00108

[floorplanning]
initial_core_util = 0.210
rows = 26
die_x_um = 93
die_area_sq_mm = 0.00865
die_h_um = 93
num_io_pins = 193
core-area_sq_mm = 0.00514

[run_status]
status = complete, but fails checks
violations = setup timing

[grt]
grt_max_degree = 15
track_usage = 0.144
antenna_found_initial = 1
grt_pass1_vias = 1548
grt_pass1_wl_mm = 9.58
overflow = 0

[clock_tree]
cts_hold_buf = 0

## cell usage in the layout, fill, tap and decap left out
master / netlist / final
buf_12: 6 / 5
clkdlybuf4s50_1: 0 / 7
dlymetal6s2s_1: 0 / 5
buf_8: 0 / 1
mux2_4: 60 / 63
dlygate4sd2_1: 0 / 116
diode_2: 0 / 1
buf_6: 1 / 50
buf_16: 0 / 2
buf_4: 0 / 2
mux2_2: 4 / 1
buf_2: 0 / 21
## cell families (layout without fill, tap and decap cells)
kind of cell	after synthesis	count (layout)	share of synthesized area
buffers and inverters	7	209	0.122
muxes	64	64	0.878
other	0	1	0
## critical path: stages
cell and delay (ps):
buf_12 120, buf_12 130, buf_4 130, mux2_4 280, buf_2 120
## per-layer routing
metal | global-route usage | up-vias | part of all wire
met4 | 0 | 0 | 0
met1 | 0.143 | 591 | 0.33
met5 | 0 | - | 0
li1 | - | 678 | -
met2 | 0.291 | 77 | 0.58
met3 | 0.0533 | 0 | 0.096
## how the worst max path moves through the flow
stage                 startpoint           to  slack [ps]  cells past startpoint
final                        sel  data_out[5]        -190                      5
after CTS                    sel  data_out[5]        -180                      5
after global routing         sel  data_out[5]        -200                      5
## timing repair
action,in CTS,in global routing
endpoints found under the setup margin,64,64
setup buffers,6,1
resized,377,10
gates cloned,2,0
## area by class of cell
class / count / area share
tap: 70 / 0.0287
timing repair buffer: 209 / 0.657
antenna: 1 / 0.000821
multi-input combinational: 64 / 0.314
## where the power goes
part	switching (mW)	internal [mW]	leakage [nW]	total, mW
registers	0	0	0	0
clock network	0	0.000000134	0.00000634	0.000000134
logic	0.286	0.934	1.70	1.22
Power is estimated from default activity; no workload was simulated.
