`flow/run.sh`:
```
#!/bin/bash
# OpenROAD 26Q1-2900-gdf79404cd8, Yosys 0.63+post, stock flow scripts
make -C /OpenROAD-flow-scripts/flow DESIGN_CONFIG=/design/flow/config.mk WORK_HOME=/design/flow/orfs finish
```
`flow/config.mk`:
```
export PLATFORM = sky130hd
export DESIGN_NAME = Immediate_Data_Extractor
export DESIGN_NICKNAME = Immediate_Data_Extractor
export VERILOG_FILES = /design/flow/design.v
export SDC_FILE = /design/flow/constraint.sdc
export NUM_CORES = 4
export LEC_CHECK = 1
export CORE_AREA = 10 10 70 70
export DIE_AREA = 0 0 80 80
```
`flow/constraint.sdc`:
```
current_design Immediate_Data_Extractor

set clk_period 1.0
set clk_io_pct 0.2

create_clock -name clk0 -period $clk_period

set non_clock_inputs [all_inputs -no_clocks]
set_input_delay [expr $clk_period * $clk_io_pct] -clock clk0 $non_clock_inputs
set_output_delay [expr $clk_period * $clk_io_pct] -clock clk0 [all_outputs]
```
`flow/design.v`:
```
module Immediate_Data_Extractor
(
	input [31:0] instruction,
	output [63:0] imm_data
);
	wire [11:0] data;
	Mux2 m2
	(
		.a(instruction[31:20]),	 
		.b({instruction[31:25], instruction[11:7]}),	 
		.c({instruction[31], instruction[7], instruction[30:25], instruction[11:8]}),	 
		.sel(instruction[6:5]),
		.data_out(data)
	);	
	assign imm_data = {{52{instruction[31]}}, data};
endmodule
module Mux2
(
	input [11:0] a, b, c,
	input [1:0] sel,
	output reg [11:0] data_out
);
always @(a or b or c or sel)	
case (sel)
	0: data_out=a;
	1: data_out=b;
	2, 3: data_out=c;
endcase
endmodule
```
==> results.json <==
{
  "status": "finished with violations",
  "violations": "negative setup slack",
  "yosys_warnings": 1,
  "groute.usage.overall_pct": 4.20,
  "place.gp.congestion": 0.784,
  "crit_start": "instruction[6]",
  "drc": 0,
  "most_common_cell": "buf_4",
  "viasPerCell": 3.27,
  "finish.utilization_pct": 19.0,
  "ys_cells": 77,
  "total_leakage_power_nw": 0.316,
  "cp_common_cell": "buf_6",
  "drv_cap": 0,
  "portBuffers": 29,
  "dr.pass1.iters": 2,
  "path_class": "input port to primary output",
  "crit_end": "imm_data[5]",
  "max_freq_mhz": 878,
  "seq_area_um2": 0,
  "area_growth_syn_to_layout_pct": 6.34,
  "num_io_pins": 96,
  "pre_cts_slack_ns": -0.777,
  "p_int_mw": 0.180,
  "design.seq.count": 0,
  "path_buffers": 4,
  "setup_viol": 8,
  "tightest_slew_ns": 0.173,
  "p_per_area_nw_per_um2": 397,
  "worstPathArrival_ns": 0.94,
  "wl_um": 1560,
  "fin_ws_ns": -0.139,
  "synth_area_um2": 612,
  "finalHoldViolations": 0,
  "hold_slack_ns": 0.400,
  "fin_tns_setup_ns": -0.712,
  "endpoint_kind": "primary output",
  "syn_area_per_cell_um2": 7.95,
  "warnings": 47,
  "comb_power_share_pct": 100.0,
  "n_fill_cell": 374,
  "drive_gt1_share_pct": 59.3,
  "rsz0062_at_grt": "true",
  "antenna_found_initial": 0,
  "rows": 21,
  "ys_types": 6,
  "grt_overflow": 0,
  "grt_pass1_wl_um": 2180,
  "cp.depth": 5,
  "cts_hold_buf": 0,
  "via_count": 343,
  "worstPathMaxFanout": 5,
  "ant_nets": 0,
  "slew_headroom_pct": 88.1,
  "period_minus_slack_ns": 1.14,
  "ir_drop_mv": 0.0610,
  "clkPwrFrac_pct": 0,
  "required_ns": 0.80,
  "common_cells": "buf_4, mux2_4, mux2i_1, nand2_1, o21ai_1",
  "crit_chain": "buf_8 > buf_12 > buf_6 > mux2_4 > buf_6",
  "place_area_um2": 559,
  "finish.instance_area_um2": 651,
  "ys_chip_area_um2": 612,
  "crit_family": "buffers and inverters",
  "slew_viol_final": 0,
  "antenna-diode-count": 0,
  "crit_path_max_incr_delay_ns": 0.29,
  "numPlacedInstances": 98,
  "grt_pass1_vias": 361,
  "chip_area_um2": 6400,
  "swShare_pct": 30.4,
  "core-area_um2": 3420,
  "cpMaxStageDelayCell": "mux2_4",
  "clockBufferCount": 0,
  "synthesis.instances": 77,
  "top_cell_area_share_pct": 66.3,
  "fp.dieW_um": 80,
  "grt_start_max_net_pins": 54,
  "power.total_mw": 0.259,
  "p_seq_share_pct": 0,
  "routedWlPerCell_um": 14.8,
  "finalCritPeriodShare_pct": 114,
  "fp_util_pct": 17.9,
  "synthTopCellsByArea": "buf_4, mux2_4, mux2i_1",
  "synth_seq_share_pct": 0,
  "switching_power_mw": 0.0787,
  "largest_area_cell": "buf_4",
  "stdcell_count": 105,
  "die_height_um": 80,
  "hp-class": "input port to primary output",
  "drt_iter0_markers": 2,
  "cp-start-kind": "input port"
}
==> what timing repair did <==
action	4_1_cts	5_1_grt
resized	66	17
pin swaps	5	4
setup buffers	7	0
cloned	1	0
setup endpoints to repair	11	11
==> cells in the final DEF (no fill, tap or decap) <==
cell type	Yosys	layout
dlygate4sd2_1	0	10
buf_2	0	8
buf_6	2	7
mux2_4	6	6
clkdlybuf4s15_1	0	6
nand2_1	5	4
o21ai_2	0	4
mux2i_1	5	3
mux2i_2	0	2
buf_8	0	2
buf_12	0	2
buf_4	54	2
nand2_2	0	1
o21ai_1	5	1
bufbuf_16	0	1
==> power groups by stage <==
stage | Combinational [mW] | Sequential, mW | Clock [mW]
4_1_cts | 0.228 | 0 | 0
5_1_grt | 0.276 | 0 | 0
6_report | 0.259 | 0 | 0
==> kinds of logic after synthesis <==
kind of cell    synth area share, %
compound gates                 4.09
buf+inv                        69.9
mux                            22.9
simple gates                   3.07
==> per-layer routing <==
metal	share of wire, %	track usage (%)
met1	43	5.14
met2	36	5.78
met3	21	3.64
met4	0	0
met5	0	0
==> how the worst min path moves through the flow <==
stage                   to             from  depth (start not counted)  slack [ns]
CTS           imm_data[13]  instruction[31]                          0        0.40
global route  imm_data[26]  instruction[31]                          0        0.40
finish        imm_data[13]  instruction[31]                          0        0.40
==> final cells by class <==
class	count	area (µm²)	share of cell area (%)
repair buffers	38	384	59.0
multi-input cells	21	209	32.1
well taps	46	57.6	8.85
Power figures rest on the tool's default switching activity, not on a simulated workload.
